### /design/flow/run.sh
#!/bin/bash
# OpenROAD 26Q1-2900-gdf79404cd8, Yosys 0.63+post, stock flow scripts
make -C /OpenROAD-flow-scripts/flow DESIGN_CONFIG=/design/flow/config.mk WORK_HOME=/design/flow/orfs finish
### /design/flow/constraint.sdc
current_design nes_controller_top

set clk_period 2.5
set clk_io_pct 0.2

create_clock -name clk0 -period $clk_period [get_ports {i_Clk}]

set non_clock_inputs [all_inputs -no_clocks]
set_input_delay [expr $clk_period * $clk_io_pct] -clock clk0 $non_clock_inputs
set_output_delay [expr $clk_period * $clk_io_pct] -clock clk0 [all_outputs]
### /design/flow/config.mk
export PLATFORM = sky130hd
export DESIGN_NAME = nes_controller_top
export DESIGN_NICKNAME = nes_controller_top
export VERILOG_FILES = /design/flow/design.v
export SDC_FILE = /design/flow/constraint.sdc
export NUM_CORES = 4
export LEC_CHECK = 1
export CORE_UTILIZATION = 40
### /design/flow/design.v
`default_nettype none
module nes_controller #(
  CYCLES_PER_PULSE = 0
) (
  input wire          clk,
  input wire          i_rst,
  input wire          i_read_buttons,
  output reg          o_valid,
  output reg  [7:0]   o_buttons,
  input wire          i_controller_data,
  output reg          o_controller_latch,
  output reg          o_controller_clock
);
  localparam STATE_IDLE       = 3'd0;
  localparam STATE_BUTTON_A   = 3'd1;
  localparam STATE_OTHER_BUTTONS = 3'd2;
  localparam STATE_VALID      = 3'd3;
  localparam COUNT_WIDTH = $clog2(CYCLES_PER_PULSE*2);
  localparam CYCLES_PER_BIT = CYCLES_PER_PULSE*2;
  localparam CYCLES_PER_READ_BIT = CYCLES_PER_PULSE + (CYCLES_PER_PULSE)/2;
  localparam CYCLES_PER_PULSE_ = CYCLES_PER_PULSE[COUNT_WIDTH-1:0];
  localparam CYCLES_PER_BIT_ = CYCLES_PER_BIT[COUNT_WIDTH-1:0];
  localparam CYCLES_PER_READ_BIT_ = CYCLES_PER_READ_BIT[COUNT_WIDTH-1:0];
  reg [2:0]     r_state = STATE_IDLE;
  reg [COUNT_WIDTH-1:0] r_count = 0;
  reg [2:0]     r_button_count;
  always @(posedge clk) begin
    case (r_state)
      STATE_IDLE : begin
        o_valid <= 0;
        o_buttons <= 0;
        o_controller_latch <= 0;
        o_controller_clock <= 1;
        if (i_read_buttons) begin
          r_state <= STATE_BUTTON_A;
          r_count <= 0;
          o_controller_latch <= 1;
        end
      end
      STATE_BUTTON_A : begin
        if (r_count == CYCLES_PER_BIT_-1) begin
          r_state <= STATE_OTHER_BUTTONS;
          r_count <= 0;
          r_button_count <= 0;
          o_controller_clock <= 0;
        end else begin
          if (r_count == CYCLES_PER_PULSE_-1) begin
            o_controller_latch <= 0;
          end else if (r_count == CYCLES_PER_READ_BIT_-1) begin
            o_buttons <= {o_buttons[6:0], !i_controller_data};
          end
          r_count <= r_count + 1;
        end
      end
      STATE_OTHER_BUTTONS : begin
        if (r_count == CYCLES_PER_BIT_-1) begin
          if (r_button_count == 6) begin
            r_state <= STATE_VALID;
            o_valid <= 1;
          end else begin
            r_button_count <= r_button_count + 1;
            r_count <= 0;
            o_controller_clock <= 0;
          end
        end else begin
          if (r_count == CYCLES_PER_PULSE_-1) begin
            o_controller_clock <= 1;
          end else if (r_count == CYCLES_PER_READ_BIT_-1) begin
            o_buttons <= {o_buttons[6:0], !i_controller_data};
          end
         r_count <= r_count + 1;
        end
      end
      STATE_VALID : begin
        r_state <= STATE_IDLE;
        o_valid <= 0;
      end
      default: r_state <= STATE_IDLE;
    endcase
  end
endmodule
`default_nettype none
module nes_controller_top (
  input wire  i_Clk,
  output wire io_PMOD_1,
  output wire io_PMOD_2,
  input wire  io_PMOD_3,
  output wire o_Segment1_A,
  output wire o_Segment1_B,
  output wire o_Segment1_C,
  output wire o_Segment1_D,
  output wire o_Segment1_E,
  output wire o_Segment1_F,
  output wire o_Segment1_G,
  output wire o_LED_1,
  output wire o_LED_2,
  output wire o_LED_3,
  output wire o_LED_4
);
  reg [18:0]  read_count_r;
  wire read_buttons = read_count_r[18];
  always @(posedge i_Clk) begin
    if (read_buttons == 1) begin
      read_count_r <= 0;
    end else begin
      read_count_r <= read_count_r + 1;
    end
  end
  wire w_PMOD_3;
  synchronizer pmod_3_sync (
    .i_clk(i_Clk),
    .i_input(io_PMOD_3),
    .o_input_sync(w_PMOD_3)
  );
  wire        w_valid;
  wire [7:0]  w_buttons;
  nes_controller #(
    .CYCLES_PER_PULSE(125)
  ) nes_controller (
    .clk(i_Clk),
    .i_rst(0),
    .i_read_buttons(read_buttons),
    .o_valid(w_valid),
    .o_buttons(w_buttons),
    .o_controller_clock(io_PMOD_1),
    .o_controller_latch(io_PMOD_2),
    .i_controller_data(w_PMOD_3)
  );
  reg [7:0] r_buttons;
  always @(posedge i_Clk) begin
    if (w_valid) begin
      r_buttons <= w_buttons;
    end
  end
  assign o_Segment1_A = ~r_buttons[3'd3];
  assign o_Segment1_B = ~r_buttons[3'd0];
  assign o_Segment1_C = ~r_buttons[3'd0];
  assign o_Segment1_D = ~r_buttons[3'd2];
  assign o_Segment1_E = ~r_buttons[3'd1];
  assign o_Segment1_F = ~r_buttons[3'd1];
  assign o_Segment1_G = 1;
  assign o_LED_1 = r_buttons[3'd5];
  assign o_LED_2 = r_buttons[3'd4];
  assign o_LED_3 = r_buttons[3'd6];
  assign o_LED_4 = r_buttons[3'd7];
endmodule
module synchronizer (
  input   i_clk,
  input   i_input,
  output  o_input_sync
);
  reg r_input_sync_1 = 1'b0;
  reg r_input_sync_2 = 1'b0;
  always @(posedge i_clk) begin
    {r_input_sync_2, r_input_sync_1} <= {r_input_sync_1, i_input};
  end
  assign o_input_sync = r_input_sync_2;
endmodule
==> reports/qor.csv <==
metric,value,unit
worst-endpoint-arrival,1.76,ns
antenna-diode-count,0,
top_cell,edfxtp_1,
setup_ws,0.761,ns
path_class,flip-flop to flip-flop,
route.detailed.wl_per_inst,11.6,µm
r2r_start,nes_controller.r_state[0],
fin_setup_tns,0,ns
dieArea,6280,µm²
hold_buffers,0,
slew_violations,0,
fp_util,42.3,%
seqCellArea,1380,µm²
fillerInstances,508,
ys_ff,53,
place.gp.congestion,0.800,
finalCritPeriodShare,69.6,%
path_clk_slew,0.09,ns
end_kind,flip-flop,
synthFlopType,edfxtp_1,
antenna_found_initial,0,
grt_util_met2,20.0,%
hold_class,flip-flop to flip-flop,
rows,27,
port_buffers,13,
top_area_cell,edfxtp_1,
grt_max_degree,23,
design_area,2670,µm²
edf_count,32,
warnings,32,
power.density,512,nW/µm²
cp-startpoint,nes_controller.r_state[0],
htreeDepth,2,
grtUsageMet3,2.68,%
detailedPlace.worstSlack,0.796,ns
synth_area,2390,µm²
grt_pass1_wl,6.17,mm
syn2layout_area_growth,11.9,%
drt_first_pass_iters,4,
comb_area,922,µm²
cp_data_required_time,2.52,ns
final_layout_size_suffix_gt1_share,7.49,%
maxCapViolCount,0,
grt.busiest_layer,met1,
numCtsBuffers,5,
vdd_drop_max,211,µV
via_count,1455,
hold_viol,0,
cts_tree,done,
holdCritStartpoint,pmod_3_sync.r_input_sync_1,
min_period,1.74,ns
cts_setup_buffers,0,
top_cell_area_share,40.3,%
placed_cell_area,2590,µm²
cp_max_fo,8,
wl,3.47,mm
core,5640,µm²
drtIter0Drc,120,
die_w,79.2,µm
met1_usage,20.4,%
boundaryPins,15,
synth_area_per_cell,11.4,µm²
p_leak,0.00101,µW
ys_seq_share,57.9,%
r2r_slack,0.76,ns
grt.overflow.total,0,
via_per_inst,4.87,
ctsResizeCount,0,
fmax,575,MHz
async_reset_ff_share,0,%
ys_area,2390,µm²
worstSkewPairLatency,0.30,ns
status,finished clean,
clockBufferDepth,2,
yosysCellCount,210,
yosys.cell_types.count,37,
top_cells_by_count,"edfxtp_1, nor2_1, dfxtp_1, inv_1, xnor2_1",
die_h,79.2,µm
hpwl,2.38,mm
ant_nets,0,
start_kind,flip-flop,
drc_errors,0,
ys_warn_count,4,
whs,0.334,ns
fin_worst_skew,0.00415,ns
rsz0062_at_grt,no,
grt_pass1_vias,1387,
synthCells,210,
cts_sinks,53,
track_usage,12.9,%
synthTopCellsByArea,"edfxtp_1, dfxtp_1, ha_1, xnor2_1, nor2_1",
setup_viol,0,
cts_root_buffer,clkbuf_8,
layer usage:
layer / wire length (µm) / vias to the layer above / share of wire, %
met1: 1790 / 673 / 52
met5: 0 / - / 0
met2: 1490 / 23 / 43
li1: - / 754 / -
met3: 123 / 5 / 3.5
met4: 55 / 0 / 1.6
worst max-delay path, stage by stage, from the launching register on:
cell and delay [ns]:
edfxtp_1 0.39, inv_1 0.08, ha_1 0.27, and3_1 0.22
a211oi_1 0.27, buf_4 0.22
power by group:
group / total (µW) / switching, µW / internal, µW
registers: 916 / 0.326 / 916
clock network: 449 / 260 / 189
logic: 1.67 / 0.309 / 1.36
cells in the final DEF (no fill, tap or decap), types with 2 or more instances in the layout:
cell type and n:
a31o_2 2, nand2_1 6, clkbuf_8 5, nor2_1 30
nand3_1 10, ha_1 11, or3_1 3, nor3_1 6
clkdlybuf4s50_1 13, xnor2_1 13, nand4_1 3, o21ai_0 3
edfxtp_1 32, a21oi_1 6, xor2_1 5, nand2b_1 3
or2_2 2, nor2b_1 5, dfxtp_1 21, clkinv_1 2
buf_4 2, inv_1 13, and3_1 5, and2_1 7
mux2_2 2, nor4_1 3
flip-flops by register name, indices dropped and copies added (netlist names):
name                               count
read_count_r                          19
nes_controller.o_buttons               8
nes_controller.r_count                 8
r_buttons                              8
nes_controller.r_button_count          3
nes_controller.r_state                 2
nes_controller.o_controller_clock      1
nes_controller.o_controller_latch      1
nes_controller.o_valid                 1
pmod_3_sync.r_input_sync_1             1
pmod_3_sync.r_input_sync_2             1
final timing paths:
kind	to	cells past startpoint
max reg2reg	nes_controller.r_count[1]	5
min	pmod_3_sync.r_input_sync_2	0
max	nes_controller.r_count[1]	5
min reg2reg	pmod_3_sync.r_input_sync_2	0
final cells by class:
| type | count | share of cell area, % |
|---|---|---|
| Tap cell | 72 | 3.38 |
| Sequential cell | 53 | 51.8 |
| Clock inverter | 3 | 0.469 |
| Clock buffer | 5 | 2.58 |
| Inverter | 13 | 1.83 |
| Multi-Input combinational cell | 138 | 34.6 |
| Timing Repair Buffer | 15 | 5.44 |
kinds of logic after synthesis:
group                    count (synthesis)  synth area share (%)
flip-flops                              53                  57.9
buffers and inverters                   19                  3.46
other                                    1                 0.157
multiplexers                             3                  1.36
XOR/XNOR                                18                  6.61
AND/OR/NAND/NOR                         90                  20.9
AND-OR/OR-AND                           15                  3.88
adder cells (fa/ha/maj)                 11                  5.77
per-stage QoR:
step,power [µW],std cells,util [%]
floorplan,937,210,-
global placement,938,291,45.9
detailed placement,938,291,45.9
CTS,1390,299,47.3
global route,1420,299,47.3
finish,1370,299,47.3
Power and IR drop assume default switching activity.
